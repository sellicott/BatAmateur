$ cat ./config.mk
export PLATFORM = sky130hd
export DESIGN_NAME = rams_sp_wf
export DESIGN_NICKNAME = rams_sp_wf
export VERILOG_FILES = /design/flow/design.v
export SDC_FILE = /design/flow/constraint.sdc
export NUM_CORES = 4
export LEC_CHECK = 1
export CORE_UTILIZATION = 30
$ cat ./constraint.sdc
current_design rams_sp_wf

set clk_period 21.6
set clk_io_pct 0.2

create_clock -name clk0 -period $clk_period [get_ports {clk}]

set non_clock_inputs [all_inputs -no_clocks]
set_input_delay [expr $clk_period * $clk_io_pct] -clock clk0 $non_clock_inputs
set_output_delay [expr $clk_period * $clk_io_pct] -clock clk0 [all_outputs]
$ cat ./design.v
module rams_sp_wf (clk, we, en, addr, di, dout);
input clk; 
input we; 
input en;
input [15:0] addr; 
input [15:0] di; 
output [15:0] dout;
reg [15:0] RAM [(16 ** 2)-1:0];
reg [15:0] dout;
always @(posedge clk)
begin
  if (en)
  begin
    if (we)
      begin
        RAM[addr] <= di;
        dout <= di;
      end
   else
    dout <= RAM[addr];
  end
end
endmodule
$ cat ./run.sh
#!/bin/bash
# OpenROAD 26Q1-2900-gdf79404cd8, Yosys 0.63+post, stock flow scripts
make -C /OpenROAD-flow-scripts/flow DESIGN_CONFIG=/design/flow/config.mk WORK_HOME=/design/flow/orfs finish
==> run summary <==
Entry: Yosys synthesis followed by OpenROAD place and route.

Run status:
- The run finished with clean final reports.

Global route:
- The global route stage reports its total congestion overflow as 0.
- The number of global-route vias before repair came to 84,234.
- The run puts the first-pass GRT wire length at 614.6 mm.
- The run puts the global-route track usage on met2 at 0.2569.
- For met3 alone, demand over resource in global routing was 0.1656.
- The run gives the pin count of the biggest net entering global routing as 123.
- The run gives the global routing usage on met1 as 0.1695.
- The run gives the layer with the highest usage after global routing as met2.
- The run gives the number of antenna violations at the first check in global routing as 25.
- The global routing report lists combined usage of all routing layers as 0.1753.

Final timing:
- The run puts the max-slew violation count at 0.
- The run gives the top achievable clock speed as 101.0 MHz.
- The run puts the aggregate negative setup slack at 0 ns.
- Setup repair after global routing left no endpoint under its margin.
- The run puts the remaining max-slew budget at the tightest pin at 0.1576.
- The routed design could run at a clock period as short as 9.905 ns.
- The run gives the post-route clock period utilization as 0.4586.
- Across the routed clock network, the largest skew measured is 0.07728 ns.
- Setup violations remaining at the end of the flow were counted as 0.
- For the pin with the worst max-slew slack, the measured transition is 1.260 ns.
- The run puts the total count of hold-check failures in the final report at 0.
- The run gives the worst hold slack as 1.060 ns.

Worst setup path:
- The run gives the kind of start point of the critical path as an input pin.
- STA classifies the critical path endpoint as a register.
- The run gives the type of the worst setup path as input pin to register.
- STA puts the critical path data required time at 22.31 ns.
- STA puts the critical path data arrival time at 10.61 ns.
- The run gives the biggest fanout along the worst timing path as 64.

Run:
- The run gives the count of tool warnings as 38.
- The run puts the tally of max-capacitance violations at 0.

Clock tree:
- The run gives the CTS clock-pin slew for the worst setup and hold paths as 0.06 ns.
- The run puts the maximum clock insertion buffer count at 4.
- The run gives the CTS buffer count as 411.
- The run puts the total number of clock tree sinks at 4,112.
- The run puts the total number of H-tree levels at 5.
- The run gives the CTS tree as built.
- The run puts the post-CTS setup buffer count at 0.
- In this run the clock root is driven by a clkbuf_16.
- For this design, the CTS-stage hold fixing added 0 buffers.
- In this run, post-CTS repair resized a total of 0 instances.
- The run gives the clock latency at the later pin of the worst-skew pair as 0.99 ns.

Power:
- The run puts the leakage power total at 56.37 nW.
- The run gives the cell area power density as 90.63 nW/um^2.
- The run puts the maximum VDD drop at 0.00007614 V.

Placement:
- The run puts the tally of buffers added on design ports at 42.
- The run gives the total placed instance area as 169,500 sq um.
- The run gives the final RePlAce weighted congestion as 0.9108.
- The run gives the placed wire-length estimate after detailed placement as 266.1 mm.

Layout:
- The run puts the tally of filler cells in the layout at 47,455.
- The run puts the area used by multi-input combinational logic at 32,840 sq um.
- The run puts the flip-flop and latch area at 123,500 sq um.
- Per the final layout report, the fraction of cells sized above drive strength 1 comes to 0.2830.
- From synthesis to final layout, the design area changed by 15.37%.
- After routing the design area is 182,700 sq um.

Floorplanning:
- The total area inside the core boundary comes to 525,200 sq um.
- The run puts the floorplan die area at 530,700 sq um.
- The die is 728.5 microns tall.
- The floorplan step records an initial core utilization of 0.3015.
- The run gives the number of primary I/O pins as 51.
- The run puts the chip width at 728.5 microns.
- The run puts the row count at 266.

Routing:
- The run puts the number of design-rule violations left by the first detailed-router iteration at 4,970.
- The run puts the detail-routed via count per cell at 5.082.
- The run puts the average detailed-routed wire length per instance at 29.07 microns.
- The run puts the detailed-route DRC error count at 0.
- The run gives the detailed-route via count as 76,045.
- The run puts the first-pass iteration count of the detailed router at 5.
- The run puts the number of routed nets with antenna violations at 0.
- The run gives the total wire length as 435.0 mm.

Yosys:
- After technology mapping, the gate count stands at 7,063.
- The run puts the number of enable flip-flop cells at 4,112.
- In the post-synthesis netlist, the biggest area contributors are edfxtp_1 78%, mux4_2 14%, mux2i_1 2.0%.
- The run gives the count of synthesis-stage warnings from yosys as 1.
- The run puts the post-synthesis sequential area ratio at 0.7798.
- The run puts the fraction of post-synthesis cell area in the top cell type by area at 0.7798.
- By count the netlist is led by 4,112 x edfxtp_1, 977 x mux4_2, 322 x mux2i_1.
- The run gives the main flop type after synthesis as edfxtp_1.
- Of all cell types, the one taking the most synthesized area is edfxtp_1.
- The run puts the post-synthesis chip area from yosys at 158,300 sq um.
- For this run, asynchronously set or reset flops after synthesis account for 0.
- The run gives the cell total in the yosys stat output as 7,063.
- The run gives the count of distinct cell types in the synthesized netlist as 61.
- In this run, synthesis produced a sequential element count of 4,112.
- The run gives the cell area after synthesis as 158,300 sq um.
- The run puts the mean post-synth cell area at 22.42 sq um.
- The synthesis stats list as the most numerous cell edfxtp_1.

Hold path:
- Checking hold timing, the worst path is listed with class register to register.
## stage by stage
| step | worst slack (ns) | power (mW) | utilization | cells |
|---|---|---|---|---|
| after floorplan | 14.00 | 9.380 | - | 7063 |
| after global placement | 10.62 | 9.777 | 0.3228 | 14185 |
| after detailed placement | 10.59 | 9.794 | 0.3228 | 14185 |
| after CTS | 11.63 | 16.65 | 0.3477 | 14940 |
| after global routing | 11.15 | 17.00 | 0.3478 | 14952 |
| final | 11.70 | 16.55 | 0.3478 | 14964 |
## sequential cells by signal, summed over array words and instances, names as in the netlist
name / cells
dout: 16
RAM: 4096
## report_power, final
| group | switching (mW) | leakage, nW | internal [mW] |
|---|---|---|---|
| Sequential | 0.0131 | 37.0 | 8.79 |
| Combinational | 0.548 | 13.0 | 0.273 |
| Clock | 2.97 | 6.38 | 3.95 |
| Total | 3.54 | 56.4 | 13.0 |
## cell usage in the layout, fill, tap and decap left out, drive strengths merged, types with 18 or more instances in the layout
cell,n
a211oi,18
a21oi,100
a221oi,22
a22oi,121
a31oi,18
buf,537
bufinv,34
clkbuf,518
clkinv,188
diode,24
edfxtp,4112
inv,19
mux2,77
mux2i,322
mux4,977
nand2,97
nand3,53
nor2,318
nor2b,25
nor3,43
o21ai,62
o22a,18
o22ai,85
## area by class of cell
class                      instances  area share
clock buffer                     513     0.05910
clock inverter                   242     0.01253
antenna                           24   0.0003288
timing repair buffer             559     0.02440
tap                             6968     0.04773
inverter                           7   0.0001507
sequential                      4112      0.6760
multi-input combinational       2539      0.1798
## worst max-delay path, cell delays in order
cell and delay, ns:
buf_8 0.47, buf_4 0.67, buf_4 0.63, buf_4 0.71, buf_4 0.61, mux4_2 0.41, mux2i_1 0.28, o22ai_1 0.26
a2111oi_0 0.79, buf_4 0.23, o211ai_1 0.25, o32ai_1 0.67, o41ai_1 0.17
## path summary, 6_finish.rpt
check	startpoint	endpoint	slack, ns	depth (start not counted)
max	addr[1]	dout[13]	11.70	13
min	RAM[178][9]	dout[9]	1.06	6
max reg2reg	RAM[222][13]	dout[13]	17.87	8
min reg2reg	RAM[178][9]	dout[9]	1.06	6
## layer usage
layer,share of wire,up-vias
met1,0.29,38542
met4,0.045,54
met5,0.0024,-
met2,0.46,5415
met3,0.21,853
li1,-,31181
## cell families after synthesis
logic type             share of synthesized area
DFF                                       0.7798
AOI/OAI and AO/OA                        0.02312
muxes                                     0.1648
buffers and inverters                    0.01464
and+or+nand+nor                          0.01760
No activity file was given, so power comes from the tool's default toggle rates.
