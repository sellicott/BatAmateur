<file path="config.mk">
export PLATFORM = sky130hd
export DESIGN_NAME = BatAmateurController
export DESIGN_NICKNAME = BatAmateurController
export VERILOG_FILES = /design/flow/design.v
export SDC_FILE = /design/flow/constraint.sdc
export NUM_CORES = 4
export LEC_CHECK = 1
export CORE_UTILIZATION = 50
</file>
<file path="constraint.sdc">
current_design BatAmateurController

set clk_period 3.1
set clk_io_pct 0.2

create_clock -name clk0 -period $clk_period [get_ports {CLK}]

set non_clock_inputs [all_inputs -no_clocks]
set_input_delay [expr $clk_period * $clk_io_pct] -clock clk0 $non_clock_inputs
set_output_delay [expr $clk_period * $clk_io_pct] -clock clk0 [all_outputs]
</file>
<file path="design.v">
`timescale 1ns/1ns
module BatAmateurController(
	input wire CLK, RST,
	input wire [7:0] ALU_REG,
	input wire [15:0] INSTR,
	output reg [2:0] PC,
	output reg [1:0] MAR,
	output reg [1:0] RAM,
	output reg [1:0] IR,
	output reg [23:0] REGS,
	output reg ALU_EN,
	output reg [4:0] ALU_OP
);
reg [2:0] uOP;
always @(negedge CLK)  
begin
	uOP = uOP + 1;
	PC = 0;
	MAR = 0;
	RAM = 0;
	IR = 0;
	REGS = 0;
	ALU_EN = 0;
	ALU_OP = 0;
	if(RST == 1'b0)
	begin
		uOP = 3'b111;
	end
	else
	begin
	case(uOP)
		0:  
			begin
			PC <= 3'b011;
			MAR <= 2'b01;
			end
		1:  
			begin
			PC <= 3'b110; 
			MAR <= 2'b11;
			RAM <= 2'b11;
			IR <= 2'b01;
			end
		2:  
			begin
				if(INSTR[15:12] == 4'b0111)
				begin
					if(INSTR[11:7] == 5'b11111)
					begin
						REGS[INSTR[5:3]*3] <= 1'b1;
						REGS[INSTR[2:0]*3+1] <= 1'b1;
						REGS[INSTR[2:0]*3] <= 1'b1;
						uOP <= 3'b111;
					end
					else if(INSTR[11:7] == 5'b11110)
					begin
						REGS[INSTR[5:3]*3+2] <= 1'b1;
						REGS[INSTR[5:3]*3+1] <= 1'b1;
						uOP <= 3'b111;
					end
					else
					begin
						REGS[0] <= 1'b1;
						REGS[INSTR[5:3]*3] <= (REGS[INSTR[5:3]*3]) ^ 1'b1;
						REGS[INSTR[5:3]*3+1] <= 1'b1;
					end
				end
				else
				begin
					if(INSTR[14]==1'b1)  
					begin
						if(((INSTR[13:12] == 1) && (ALU_REG[0] == 1)) || (INSTR[13:12] == 2 && ALU_REG[0] == 0) ||(INSTR[13:12] == 2'b00))
						begin
							if(INSTR[15] == 1)
							begin
								REGS[0] <= 1'b1;
								PC <= 3'b011;
							end
							else
							begin
								IR <= 2'b11;
								MAR <= 2'b01;
							end
						end
						else
						begin
							uOP <= 3'b111;
						end
					end
					else if(INSTR[14]==1'b0)  
					begin
						IR <= 2'b11;
						MAR <= 2'b01;
					end
				end
			end
		3:
		    begin
				if(INSTR[15:12] == 4'b0111)
				begin
					REGS[3] <= 1'b1;
					REGS[INSTR[2:0]] <= REGS[INSTR[2:0]] ^ 1'b1;
					REGS[INSTR[2:0]+1] <= 1'b1;
				end
				else
				begin
					if(INSTR[14]==1'b1)
					begin
						if(INSTR[15] == 1'b1)
						begin
							RAM <= 2'b11;
							MAR <= 2'b11;
							PC <= 3'b001;
							uOP <= 3'b111;
						end
						else
						begin
							REGS[3] <= 1'b1;
							IR <= 2'b11;
						end
					end
					else
					begin
						if(INSTR[13]==1'b1 && INSTR[15] == 1'b0)
						begin
							REGS[INSTR[12]*3+1] <= 1'b1;
							REGS[INSTR[12]*3] <= 1'b1;
							RAM <= 2'b01;
							MAR <= 2'b11;
							uOP <= 3'b111;
						end
						else if(INSTR[13]==1'b0 && INSTR[15]==1'b0)
						begin
							MAR <= 2'b11;
							RAM <= 2'b11;
							REGS[INSTR[6]*3] <= 1'b1;
							uOP <= 3'b111;
						end
						else
						begin
							RAM <= 2'b11;
							MAR <= 2'b01;
						end
					end
				end
			end
		4:
		    begin
				if(INSTR[15:12] == 4'b0111)
				begin
					ALU_EN <= 1'b1;
					ALU_OP <= INSTR[11:7];
					REGS[INSTR[6]*3] <= 1'b1;
					uOP <= 3'b111;
				end
				else
				begin
					if(INSTR[14]==1'b1)
					begin
						ALU_EN <= 1'b1;
						ALU_OP <= 5'b00000;  
						PC <= 2'b01;
						uOP <= 3'b111;
					end
					else
					begin
						if(INSTR[13] == 1'b1)
						begin
							RAM <= 2'b01;
							REGS[INSTR[6]*3] <= 1'b1;
							REGS[INSTR[6]*3+1] <= 1'b1;
							uOP <= 3'b111;
						end
						else
						begin
							REGS[INSTR[6]*3] <= 1'b1;
							RAM <= 2'b11;
							uOP <= 3'b111;
						end
					end
				end
			end
		default:
		    begin
				uOP <= 3'b111;  
			end
	endcase
	end
end
endmodule
</file>
<file path="run.sh">
#!/bin/bash
# OpenROAD 26Q1-2900-gdf79404cd8, Yosys 0.63+post, stock flow scripts
make -C /OpenROAD-flow-scripts/flow DESIGN_CONFIG=/design/flow/config.mk WORK_HOME=/design/flow/orfs finish
</file>
==> Changelog: implementation <==
## Flow update

- Count of final hold-check violations: 0
- Post-Synth XOR/XNOR Area: about 3.3%
- WHS: between 0.5 and 0.6 ns
- Clk slew on worst S/H paths: 0.05 ns
- Fa+ha+maj area frac: 13.0%
- Place WS: -2.42 ns
- Req. time, crit path: roughly 1.8 ns
- Drt pass-1 iters: 8
- Fraction of layout cells with a size suffix above 1: roughly 45%
- RSZ-0062 raised after global routing: yes
- CP startpoint kind: input pin
- Final count of negative-setup-slack endpoints: slightly below 50
- Clock Path Buffers: 2
- DRT Wirelength: 19100 um
- I/O pins: 65
- Maximum vdd ir drop: 0.557 mV
- Cts hold-fix bufs: 0
- Synth Area in Simple Gates: a little over a fifth
- DIE WIDTH: around 90 um
- Crit Path Max Fanout: 4
- Critical path class: input pin to flip-flop
- Pwr Total: just under 4 mW
- Core area: 7370 um2
- Number of buffers created by CTS: 5
- Leakage: between 3 and 4 nW
- Worst Hold Depth: 1
- Overflow after GRT: 0
- Syn Area/Cell: ~8.3 um2
- Relative slew slack: 34.8%
- Hold WC Path Type: flip-flop to flip-flop
- EDFF count, synth: 24
- # rows: 31
- Logic family by area: AND-OR/OR-AND gates
- Port bufs: 57
- Global placement routability congestion: 1.04
- Flops out of synthesis: between 40 and 50
- Internal power: approximately 2 mW
- Final Core Density: about 92%
- Fp_density: a little over half
- Top Layout Cells: buf_4 (168), inv_1 (63), a21oi_1 (42)
- Detailed Route Iter0 Violations: around 540
- DR vias: 5439
- Die Y: between 80 and 90 um
- Dpl hpwl: approximately 11000 um
- Failing checks: negative setup slack
- Critical Path AT: around 3.2 ns
- Syn. warnings: 1
- Post-synth top flop: edfxtp_1
- Mux frac, synth: under 10%
- ANT cells: 0
- Slew @ Worst Pin: ~0.97 ns
- Power per cell area: roughly 570 nW/um2
- Root buffer cell: clkbuf_8
- Area Growth Syn to Fin: 74.7%
- Yosys chip area: between 3000 and 4000 um2
- Total GRT Usage: roughly 44%
- Most common logic cell in the routed design: buf_4
- Complex Gates by Area: approximately 28%
- Full die area: a little over 8000 um2
- Critical path endpoint category: flip-flop
- CTS tree: built
- Ys cells: roughly 470
- Skew-Pair Late Insertion Delay: between 0.4 and 0.5 ns
- Largest net degree at the start of global routing: 27
- R2R cell count: 7
- Post-route DRC: 0
- Initial antenna violation count: 0
- Mapped Area: 3870 um2
- Switching share of power: a little under half
- H-Tree Level Count: 2
- Gate Count Post-Synth: 465
- Distinct cell type count after synthesis: 70
- Setup TNS: -33.33 ns
- Clock Skew: 0.0781 ns
- NetSw: approximately 1.8 mW
- FFs w/ async S/R, synth: 0%
- First-pass GRT wire length: 27100 um
- Clock share of power: 18.6%
- Logic pwr share: 58.4%
- Antenna viol nets, final: 0
- Drt via density: 6.53
- Clock sinks: 42
- Sequential power share: between 20% and 30%
- Vias in the first global route: 5154
- DR WL/cell: 23.0 um
- Tool warnings: approximately 110
- Register-to-Register Setup Slack: approximately 0.03 ns
- Slew Viols, Final: 0
- MaxCap Viol Count: 0
- Outcome: finished, violations left
- Synth Seq Share: 28.0%
- Setup ws final: -1.42 ns
-- state kept, by name, summed over array words and instances, names as in the netlist --
| signal | cells |
|---|---|
| RAM | 2 |
| IR | 2 |
| ALU_EN | 1 |
| ALU_OP | 5 |
| uOP | 3 |
| REGS | 24 |
| MAR | 2 |
| PC | 3 |
-- synthesized netlist by cell type (4+ instances only) --
master	n	area, um2
nor2b_1	10	62.6
and3_1	4	25.0
clkbuf_1	24	90.1
a221oi_1	8	70.1
nand2_1	35	131
a21oi_1	51	255
and2_1	7	43.8
nand3_1	14	70.1
a21o_1	4	30.0
a32oi_1	4	35.0
o2111ai_1	12	105
dfxtp_1	18	360
edfxtp_1	24	721
a211oi_1	7	52.6
xor2_1	5	43.8
a2111oi_0	4	35.0
xnor2_1	7	61.3
nor4_1	6	37.5
inv_1	28	105
o21ai_0	12	60.1
nand2b_1	8	50.1
nor2_1	28	105
nand4_1	9	56.3
a21boi_0	4	30.0
o22ai_1	4	25.0
o21a_1	4	30.0
nor3_1	13	65.1
a31oi_1	14	87.6
ha_1	37	463
-- power groups by stage --
stage,clock [mW],combinational (mW),sequential [mW]
CTS,0.661,1.95,0.866
global route,0.793,2.35,0.892
finish,0.720,2.26,0.887
-- final timing paths --
| path | to | startpoint |
|---|---|---|
| hold reg to reg | uOP[0]$_SDFF_NN1_ | uOP[0]$_SDFF_NN1_ |
| setup / recovery | REGS[0]$_DFFE_NP_ | INSTR[3] |
| hold / removal | uOP[0]$_SDFF_NN1_ | uOP[0]$_SDFF_NN1_ |
| setup reg to reg | REGS[21]$_DFFE_NP_ | uOP[1]$_SDFF_NN1_ |
-- routing by layer --
layer,vias up,global-route usage (%),routed length [um]
met5,-,0,0
met4,0,16.0,952
met3,106,15.5,2800
met2,504,63.7,7980
met1,2525,62.8,7410
li1,2304,-,-
-- kinds of logic after synthesis --
kind of cell | after synthesis
mux | 4
simple gates | 154
compound gates | 159
fa+ha+maj | 39
xor+xnor | 13
flops | 42
buf+inv | 54
-- critical path, stage by stage --
cell       delay (ns)
buf_8            0.08
ha_4             0.14
inv_2            0.04
fa_2             0.61
inv_6            0.06
ha_4             0.18
a31oi_1          0.16
nor2_1           0.07
ha_1             0.35
nor4_4           0.28
o2111ai_2        0.19
a32o_2           0.30
a21oi_2          0.13
-- repair_timing --
item                       4_1_cts  5_1_grt
pin swaps                       49       26
cloned                           2        0
gates resized                  210       63
buffers inserted                38       23
setup endpoints to repair      104       85
-- area by class of cell --
type | count | area [um2]
clock inverter | 45 | 186
fill | 257 | 616
inverter | 27 | 123
clock buffer | 5 | 68.8
sequential | 42 | 1080
timing repair buffer | 246 | 1980
multi-input combinational | 369 | 3190
tap | 99 | 124
-- per-stage QoR --
step,cell area [um2],instances
final,6750,833
after global routing,6750,833
after detailed placement,5700,729
after global placement,5700,729
after CTS,6580,816
after floorplan,4100,465
Power and IR drop assume default switching activity.
